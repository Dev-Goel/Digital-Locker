===== /design/flow/design.v =====
`timescale 1ns / 1ps
module FSM_Door(
		input clk,
		input clear,
		input b0,
		input b1,
		input b2,
		input b3,
        output clock,
		output reg LED_right,
		output reg LED_wrong,
		output reg Buzzer
    );
    wire [11:0] sw;
    reg [3:1] bn=0;
    always @(b0 or b1 or b2 or b3)
        begin
        if(b0 == 1)
            begin
                bn = 3'b001;
            end
        else if(b1 == 1)
            begin
                bn = 3'b010;
            end
        else if(b2 == 1)
            begin
                bn = 3'b011;
            end
        else if(b3 == 1)
            begin
                bn = 3'b100;
            end
        end
    assign sw = 12'b001010011100;
    reg [1:0] counter=0;
    reg [3:0] present_state, next_state;
    reg [27:0] count=0;
    parameter s0 = 4'b0000, s1 = 4'b0001, s2 = 4'b0010, s3 = 4'b0011, s4 = 4'b0100, e1 = 4'b0101, e2 = 4'b0110, e3 = 4'b0111, e4 = 4'b1000;
    always@(posedge clk)
        count = count + 1;
    assign clock = count[27];
    always @(posedge clock or posedge clear)
    begin
    	if (clear == 1)
    	begin
    		present_state <= s0;
    		Buzzer <= 0;
    		counter <= 0;
    	end
    	else
    	begin
    		present_state <= next_state;
    	end
    end
    always @ (present_state)
    begin
    	case (present_state)
    		s0 : if ( bn == sw[11:9] && bn!=0 )
    				next_state <= s1;
    			 else
    			 	next_state <= e1;
    		s1 : if ( bn == sw[8:6] && bn!=0)
    				next_state <= s2;
    			 else
    			 	next_state <= e2;
    		s2 : if ( bn == sw[5:3] && bn!=0)
    				next_state <= s3;
    			 else
    			 	next_state <= e3;
    		s3 : if ( bn == sw[2:0] && bn!=0)
    				next_state <= s4;
    			 else
    			 	next_state <= e4;
    		s4 : if ( bn == sw[11:9] && bn!=0 )
    				next_state <= s1;
    			 else
    			 	next_state <= e1;
    		e1 : next_state <= e2;
    		e2 : next_state <= e3;
    		e3 : next_state <= e4;
    		e4 : if ( bn == sw[11:9] )
    				next_state <= s1;
    			 else
    			 	next_state <= e1;
    		default : next_state <= s0;
    	endcase
    end
    always @ (present_state)
    begin
    	if (present_state == s4)
    	begin
    		  LED_right <= 1;
    		  LED_wrong <= 0;  
    	end
    	else if (present_state == e4)
    	begin
    		  LED_right <= 0;
    		  LED_wrong <= 1; 
    	end
        else
        begin
    		  LED_right <= 0;
    		  LED_wrong <= 0;        
    	end
    end
    always @ (counter)
    begin
    	if (counter >= 2'b11)
    	begin
    		  Buzzer <= 1;
    	end
        else
        begin
    		  Buzzer <= 0;        
    	end
    end
endmodule

===== /design/flow/run.sh =====
#!/bin/bash
# OpenROAD 26Q1-2900-gdf79404cd8, Yosys 0.63+post, stock flow scripts
make -C /OpenROAD-flow-scripts/flow DESIGN_CONFIG=/design/flow/config.mk WORK_HOME=/design/flow/orfs finish

===== /design/flow/config.mk =====
export PLATFORM = sky130hd
export DESIGN_NAME = FSM_Door
export DESIGN_NICKNAME = FSM_Door
export VERILOG_FILES = /design/flow/design.v
export SDC_FILE = /design/flow/constraint.sdc
export NUM_CORES = 4
export LEC_CHECK = 1
export CORE_UTILIZATION = 30

===== /design/flow/constraint.sdc =====
current_design FSM_Door

set clk_period 6.3
set clk_io_pct 0.2

create_clock -name clk0 -period $clk_period [get_ports {clk}]

set non_clock_inputs [all_inputs -no_clocks]
set_input_delay [expr $clk_period * $clk_io_pct] -clock clk0 $non_clock_inputs
set_output_delay [expr $clk_period * $clk_io_pct] -clock clk0 [all_outputs]

==> results.txt <==
yosys + openroad results -> status finished clean, Syn Std Cell Area 1500 um^2, fin crit share 40.6%, Buf/Inv on CP 1, Rel. slew slack 48.5%, cell count in the Yosys report 144, grt total ovfl 0, endpoints left unconstrained 13, Die Height 72.8 um, Vias 941, CTS clk-pin slew, worst paths 0.09 ns, hpwl dp 1480 um, DRC 0, Commonest flop dfxtp_1, Port Buffers 8, crit path time final 2.56 ns, Routed Antenna Nets 0, H-tree levels 1, CP cell instances clkdlybuf4s50_1, top cells, area dfxtp_1 37%, dfrtp_1 13%, xnor2_1 10%, TritonRoute pass-1 iters 6, die width 72.8 um, dominant logic cell type in the layout dfxtp_1, total die size 5300 um^2, register pins left without a clock 12, critical path arrival 1.30 ns, Init Core Util 31.4%, most frequent cells in the layout 28 x dfxtp_1, 18 x xnor2_1, 14 x nand2_1, 13 x nor2_1, setup_tns 0 ns, vias in the first global route 849, Worst VDD drop 0.104 mV, Slowest-stage cell, CP clkdlybuf4s50_1, Unique cell types 29, Yosys chip area 1500 um^2, GPL Wtd Cong 0.733, CTS-repair resized insts 0, synthesized flop and latch total 40, diodes inserted 0, Clock Latency Late Sink 0.27 ns, total wire length 2030 um, average wire per standard cell 9.12 um, Synth Instances 144, RSZ-0062 raised after global routing false, CP Data Required Time 5.04 ns, largest net degree at the start of global routing 17, P_leak 0.000671 uW, Top-area cell share 37.3%, DP Worst Slack 4.02 ns, Worst Setup SP count[27], postcts setup bufs 0, first-pass GRT wire length 3730 um, Log Warnings 25, Final setup viols 0, Max FO, Critical Path 11, Max Fclk 0.391 GHz, hold path startpoint count[0], fraction of layout cells with a size suffix above 1 7.05%, nature of the critical path startpoint flop, critical path class flop to output pin, P&R area growth vs syn 15.4%, Top Family by Delay on Critical Path buffers and inverters, hold crit path type flop to flop, CTS Root Cell clkbuf_8, Final Hold Vio Count 0, worst clock skew 0.00189 ns, crit end category output pin, CTS tree built, Final Max Slew Viols 0, Post-synth EDFFs 0, post-synth top area cell dfxtp_1, FP Rows 25, initial antenna violation count 0, Vias/cell 4.22, DR iter-0 viols 12, I/O Pins 10, mean post-synth cell area 10.4 um^2, gr usage total 8.63%, core area 4790 um^2, worst flop-to-flop path startpoint count[0], Worst path max stage delay 0.52 ns, worst slew pin tran 0.767 ns, Final WS setup 3.74 ns, TritonCTS Buffers 3, pwr/cell area 186 nW/um^2, ys async rst share 22.5%, Max clock buf depth 2, synth warn 3, post-cts hold-fix buffer tally 0, max_cap viols 0
## cells by family (layout without fill, tap and decap cells)
group,Yosys count,after routing,share of synthesized area (%)
fa+ha+maj,1,1,0.832
buf+inv,6,17,1.75
xor+xnor,26,26,15.1
other cells,1,2,0.249
flops,37,37,52.3
latches,3,3,2.99
compound gates,5,5,2.33
simple gates,65,65,24.4
## sequential cells by signal, summed over array words and instances (netlist names)
signal,cells
count,28
present_state,9
bn,3
## final timing paths
path	cells past startpoint	end	slack, ns
min	1	count[0]	0.43
min reg2reg	1	count[0]	0.43
max reg2reg	5	count[20]	4.55
max	1	clock	3.74
## power by group
group	internal [uW]	switching [uW]
Clock	85.0	53.6
Sequential	178	0.0683
Combinational	3.44	2.80
Total	266	56.5
## through the flow
stage	hold WS (ns)	utilization [%]	std cells	power, uW	cell area (um^2)
2_1_floorplan	0.383	-	145	184	1510
3_3_place_gp	0.400	34.8	219	188	1660
3_5_place_dp	0.403	34.8	219	188	1660
4_1_cts	0.427	36.3	223	327	1740
5_1_grt	0.460	36.3	223	335	1740
6_report	0.426	36.3	223	322	1740
## synth_stat cells (2+ instances only)
cell and number:
a21o_1 4, inv_1 5, nand2_1 14, nand4_1 9
nor4_1 2, dfxtp_1 28, dlxtn_1 3, nand3_1 9
xnor2_1 18, nor3_1 4, dfrtp_1 8, nor2_1 13
or2_2 2, nor2b_1 2, and3_1 2, xor2_1 8
## metal layers
| metal | share of wire [%] | global-route usage, % | routed length [um] |
|---|---|---|---|
| met3 | 2.6 | 0.840 | 52 |
| met2 | 40 | 12.3 | 804 |
| met1 | 57 | 14.7 | 1160 |
| met4 | 0.79 | 1.53 | 16 |
| met5 | 0 | 0 | 0 |
## layout make-up
class | instances | area, um^2
fillers | 482 | 3050
flip-flops and latches | 40 | 832
multi-input cells | 99 | 649
well taps | 67 | 83.8
repair buffers | 8 | 80.1
clock buffers | 3 | 41.3
clock inverters | 1 | 30.0
inverters | 5 | 18.8
Power figures rest on the tool's default switching activity, not on a simulated workload.
